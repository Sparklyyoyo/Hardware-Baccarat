<file path="flow/design.v">
module card7seg(
    input  logic [3:0] card, 
    output logic [6:0] HEX
    );
    always_comb begin 
        case (card)
            4'd0: HEX    = 7'b1111111;
            4'd1: HEX    = 7'b0001000;
            4'd2: HEX    = 7'b0100100;
            4'd3: HEX    = 7'b0110000;
            4'd4: HEX    = 7'b0011001;
            4'd5: HEX    = 7'b0010010;
            4'd6: HEX    = 7'b0000010;
            4'd7: HEX    = 7'b1111000;
            4'd8: HEX    = 7'b0000000;
            4'd9: HEX    = 7'b0010000;
            4'd10: HEX   = 7'b1000000;
            4'd11: HEX   = 7'b1100001;
            4'd12: HEX   = 7'b0011000;
            4'd13: HEX   = 7'b0001001;
            4'd14: HEX   = 7'b1111111;
            4'd15: HEX   = 7'b1111111;
            default: HEX = 7'bxxxxxxx;
    endcase
    end
endmodule
module datapath(
    input  logic       slow_clock, 
    input  logic       fast_clock, 
    input  logic       resetb,
    input  logic       load_pcard1, 
    input  logic       load_pcard2, 
    input  logic       load_pcard3,
    input  logic       load_dcard1, 
    input  logic       load_dcard2, 
    input  logic       load_dcard3,
    output logic [3:0] pcard3_out,
    output logic [3:0] pscore_out, 
    output logic [3:0] dscore_out,
    output logic [6:0] HEX5, 
    output logic [6:0] HEX4, 
    output logic [6:0] HEX3,
    output logic [6:0] HEX2, 
    output logic [6:0] HEX1, 
    output logic [6:0] HEX0
    );
    logic [3:0] pcard1_out;
    logic [3:0] pcard2_out;
    logic [3:0] dcard1_out;
    logic [3:0] dcard2_out;
    logic [3:0] dcard3_out;
    logic [3:0] new_card;
    dealcard card_dealer(.clock(fast_clock),.resetb(resetb),.new_card(new_card));
    register PCARD1(.clk(slow_clock), .load(load_pcard1), .reset(resetb), .in(new_card), .out(pcard1_out));
    register PCARD2(.clk(slow_clock), .load(load_pcard2), .reset(resetb), .in(new_card), .out(pcard2_out));
    register PCARD3(.clk(slow_clock), .load(load_pcard3), .reset(resetb), .in(new_card), .out(pcard3_out));
    register DCARD1(.clk(slow_clock), .load(load_dcard1),.reset(resetb), .in(new_card), .out(dcard1_out));
    register DCARD2(.clk(slow_clock), .load(load_dcard2),.reset(resetb), .in(new_card), .out(dcard2_out));
    register DCARD3(.clk(slow_clock), .load(load_dcard3),.reset(resetb), .in(new_card), .out(dcard3_out));
    card7seg PCARD1_HEX0(.card(pcard1_out), .HEX(HEX0));
    card7seg PCARD2_HEX1(.card(pcard2_out), .HEX(HEX1));
    card7seg PCARD3_HEX2(.card(pcard3_out), .HEX(HEX2));
    card7seg DCARD1_HEX3(.card(dcard1_out), .HEX(HEX3));
    card7seg DCARD2_HEX4(.card(dcard2_out), .HEX(HEX4));
    card7seg DCARD3_HEX5(.card(dcard3_out), .HEX(HEX5));
    scorehand PLAYER_SCORE(.card1(pcard1_out), .card2(pcard2_out), .card3(pcard3_out), .total(pscore_out));
    scorehand DEALER_SCORE(.card1(dcard1_out), .card2(dcard2_out), .card3(dcard3_out), .total(dscore_out));
endmodule
module register(
    input  logic       clk, 
    input  logic       load, 
    input  logic       reset, 
    input  logic [3:0] in, 
    output logic [3:0] out
    );
    logic [3:0] next_out;
    assign next_out = load ? in : out;
    always_ff @(negedge clk)begin
        if(reset === 1'd0)
            out <= 4'd0;
        else
            out <= next_out;
    end 
endmodule
module dealcard(input logic clock, input logic resetb, output logic [3:0] new_card);
logic [3:0] dealer_card;
always_ff @(posedge clock)
  if (resetb == 0)
     dealer_card <= 1;  
  else
     if (dealer_card == 13)
	     dealer_card <= 1;
	  else 
	     dealer_card++;
assign new_card = dealer_card;
endmodule
module scorehand(
    input  logic [3:0] card1, 
    input  logic [3:0] card2, 
    input  logic [3:0] card3, 
    output logic [3:0] total
);
    logic [4:0] SUM;
    logic [4:0] total_5bit;
    logic [3:0] internal_card1;
    logic [3:0] internal_card2;
    logic [3:0] internal_card3;
    always_comb begin
        if(card1 >= 4'd10)
            internal_card1 = 4'd0;
        else
            internal_card1 = card1;
        if(card2 >= 4'd10)
            internal_card2 = 4'd0;
        else
            internal_card2 = card2;
        if(card3 >= 4'd10)
            internal_card3 = 4'd0;
        else
            internal_card3 = card3;
        SUM = internal_card1 + internal_card2 + internal_card3;
        total_5bit = SUM % 5'd10;
        total = total_5bit[3:0];   
    end
endmodule
module statemachine(input logic       slow_clock, 
                    input logic       resetb,
                    input logic [3:0] dscore, 
                    input logic [3:0] pscore, 
                    input logic [3:0] pcard3,
                    output logic      load_pcard1, 
                    output logic      load_pcard2, 
                    output logic      load_pcard3,
                    output logic      load_dcard1, 
                    output logic      load_dcard2, 
                    output logic      load_dcard3,
                    output logic      player_win_light, 
                    output logic      dealer_win_light);
    logic [3:0] present_state;
    always_ff @(posedge slow_clock) begin
        if(~resetb)begin
            present_state = 4'b0001;
            load_pcard1 = 1'b1;
            load_pcard2 = 1'b0;
            load_pcard3 = 1'd0;
            load_dcard1 = 1'b0;
            load_dcard2 = 1'b0;
            load_dcard3 = 1'd0;
            player_win_light = 1'd0;
            dealer_win_light = 1'd0;
        end
        else begin
            case(present_state)
                4'b0001: present_state = 4'b1000;
                4'b1000: present_state = 4'b0010;
                4'b0010: present_state = 4'b0011;
                4'b0011:begin
                    if(((pscore >= 4'd0) && (pscore <= 4'd5)) && ((dscore >= 4'd0) && (dscore <= 4'd7)))
                        present_state = 4'b0100;
                    else if(((pscore >= 4'd6) && (pscore <= 4'd7)) && ((dscore >= 4'd0) && (dscore <= 4'd5)))
                        present_state = 4'b0111;
                    else 
                        present_state = 4'b0000;
                end
                4'b0100: begin
                    if(((dscore === 4'd6) && ((pcard3 >= 4'd6) && (pcard3 <= 4'd7))) || ((dscore === 4'd5) && ((pcard3 >= 4'd4) && (pcard3 <= 4'd7))) || ((dscore === 4'd4) && ((pcard3 >= 4'd2) && (pcard3 <= 4'd7)))
                    || ((dscore === 4'd3) && (pcard3 !== 8)) || ((dscore >= 4'd0) && (dscore <= 4'd2)))
                        present_state = 4'b0111;
                    else
                        present_state = 4'b0000;
                end
                4'b0111: present_state = 4'b0000;
                4'b0000:   present_state = 4'b0000;
                default:      present_state = 4'bxxx;
            endcase
            case(present_state)
                4'b0001: begin
                    load_pcard1      = 1'b1;
                    load_pcard2      = 1'b0;
                    load_dcard1      = 1'b0;
                    load_dcard2      = 1'b0;
                    load_pcard3      = 1'd0;
                    load_dcard3      = 1'd0;
                    player_win_light = 1'd0;
                    dealer_win_light = 1'd0;
                end
                4'b0010: begin
                    load_pcard1      = 1'b0;
                    load_pcard2      = 1'b1;
                    load_dcard1      = 1'b0;
                    load_dcard2      = 1'b0;
                    load_pcard3      = 1'd0;
                    load_dcard3      = 1'd0;
                    player_win_light = 1'd0;
                    dealer_win_light = 1'd0;
                end
                4'b1000: begin
                    load_pcard1      = 1'b0;
                    load_pcard2      = 1'b0;
                    load_dcard1      = 1'b1;
                    load_dcard2      = 1'b0;
                    load_pcard3      = 1'd0;
                    load_dcard3      = 1'd0;
                    player_win_light = 1'd0;
                    dealer_win_light = 1'd0;
                end
                4'b0011: begin
                    load_pcard1      = 1'b0;
                    load_pcard2      = 1'b0;
                    load_dcard1      = 1'b0;
                    load_dcard2      = 1'b1;
                    load_pcard3      = 1'd0;
                    load_dcard3      = 1'd0;
                    player_win_light = 1'd0;
                    dealer_win_light = 1'd0;
                end
                4'b0100: begin
                    load_pcard1      = 1'b0;
                    load_pcard2      = 1'b0;
                    load_dcard1      = 1'b0;
                    load_dcard2      = 1'b0;
                    load_pcard3      = 1'd1;
                    load_dcard3      = 1'd0;
                    player_win_light = 1'd0;
                    dealer_win_light = 1'd0;
                end
                4'b0111: begin
                    load_pcard1      = 1'b0;
                    load_pcard2      = 1'b0;
                    load_dcard1      = 1'b0;
                    load_dcard2      = 1'b0;
                    load_pcard3      = 1'd0;
                    load_dcard3      = 1'd1;
                    player_win_light = 1'd0;
                    dealer_win_light = 1'd0;
                end
                4'b0000: begin
                    load_pcard1 = 1'b0;
                    load_pcard2 = 1'b0;
                    load_dcard1 = 1'b0;
                    load_dcard2 = 1'b0;
                    load_pcard3 = 1'd0;
                    load_dcard3 = 1'd0;
                    if(pscore > dscore)begin
                        player_win_light = 1'd1;
                        dealer_win_light = 1'd0;
                    end
                    else if(pscore < dscore)begin
                        player_win_light = 1'd0;
                        dealer_win_light = 1'd1;
                    end
                    else if(pscore === dscore) begin
                        player_win_light = 1'd1;
                        dealer_win_light = 1'd1;
                    end
                end
                default: begin
                    load_pcard1 = 1'bx;
                    load_pcard2 = 1'bx;
                    load_dcard1 = 1'bx;
                    load_dcard2 = 1'bx;
                    load_pcard3 = 1'bx;
                    load_dcard3 = 1'bx;
                end
            endcase
        end
    end
endmodule
module task5(input logic CLOCK_50, input logic [3:0] KEY, output logic [9:0] LEDR,
            output logic [6:0] HEX5, output logic [6:0] HEX4, output logic [6:0] HEX3,
            output logic [6:0] HEX2, output logic [6:0] HEX1, output logic [6:0] HEX0);
logic fast_clock, slow_clock, resetb;
logic load_pcard1, load_pcard2, load_pcard3;
logic load_dcard1, load_dcard2, load_dcard3;
logic [3:0] pscore, dscore;
logic [3:0] pcard3;
assign resetb = KEY[3];
assign slow_clock = KEY[0];
assign fast_clock = CLOCK_50;
datapath dp(.slow_clock(slow_clock),
            .fast_clock(fast_clock),
            .resetb(resetb),
            .load_pcard1(load_pcard1),
            .load_pcard2(load_pcard2),
            .load_pcard3(load_pcard3),
            .load_dcard1(load_dcard1),
            .load_dcard2(load_dcard2),
            .load_dcard3(load_dcard3),
            .dscore_out(dscore),
            .pscore_out(pscore),
            .pcard3_out(pcard3),
            .HEX5(HEX5),
            .HEX4(HEX4),
            .HEX3(HEX3),
            .HEX2(HEX2),
            .HEX1(HEX1),
            .HEX0(HEX0));
assign LEDR[3:0] = pscore;
assign LEDR[7:4] = dscore;
statemachine sm(.slow_clock(slow_clock),
                .resetb(resetb),
                .dscore(dscore),
                .pscore(pscore),
                .pcard3(pcard3),
                .load_pcard1(load_pcard1),
                .load_pcard2(load_pcard2),
                .load_pcard3(load_pcard3),						  
                .load_dcard1(load_dcard1),
                .load_dcard2(load_dcard2),
                .load_dcard3(load_dcard3),	
                .player_win_light(LEDR[8]), 
                .dealer_win_light(LEDR[9]));
endmodule
</file>
<file path="flow/run.sh">
#!/bin/bash
# OpenROAD 26Q1-2900-gdf79404cd8, Yosys 0.63+post, stock flow scripts
make -C /OpenROAD-flow-scripts/flow DESIGN_CONFIG=/design/flow/config.mk WORK_HOME=/design/flow/orfs finish
</file>
<file path="flow/config.mk">
export PLATFORM = sky130hd
export DESIGN_NAME = task5
export DESIGN_NICKNAME = task5
export VERILOG_FILES = /design/flow/design.v
export SDC_FILE = /design/flow/constraint.sdc
export NUM_CORES = 4
export LEC_CHECK = 1
export CORE_UTILIZATION = 30
</file>
<file path="flow/constraint.sdc">
current_design task5

set clk_period 4.1
set clk_io_pct 0.2

create_clock -name clk0 -period $clk_period [get_ports {CLOCK_50}]
create_clock -name clk1 -period $clk_period [get_ports {KEY}]

set non_clock_inputs [all_inputs -no_clocks]
set_input_delay [expr $clk_period * $clk_io_pct] -clock clk0 $non_clock_inputs
set_output_delay [expr $clk_period * $clk_io_pct] -clock clk0 [all_outputs]
</file>
==> GITHUB_STEP_SUMMARY <==
### Flow metrics

| Metric | Value |
|---|---|
| Final HPWL DP | `8.74 mm` |
| Post-synth top flop | `dfxtp_1` |
| First-pass GRT wire length | `124 mm` |
| Place WS | `-2500 ps` |
| Die X | `133 um` |
| Syn avg cell area | `8.72 um2` |
| Post-synth seq share | `0.333` |
| Die span in y | `133 um` |
| Registers, synthesis | `85` |
| EDFF count, synth | `0` |
| # hold bufs at CTS | `0` |
| Vias in the first global route | `16,700` |
| Yosys cell count | `586` |
| # rows | `47` |
| GRT overflow | `4,343` |
| GPL Wtd Cong | `0.850` |
| Stop Error | `[ERROR GRT-0116] Global routing finished with congestion. Check the congestion regions in the DRC Viewer.` |
| GRT Resource Usage Total | `1.00` |
| Syn Std Cell Area | `5110 um2` |
| Status | `aborted with a tool error` |
| Async SR Flop Fraction | `0` |
| Cell variety after synth | `69` |
| Ports | `57` |
| Buffers on Ports | `52` |
| Cells after synthesis | `586` |
| FP Core Util | `0.308` |
| Top-area cell share | `0.333` |
| Largest net degree at the start of global routing | `16` |
| Syn. warnings | `5` |
| Area of placed instances | `6470 um2` |
| Cell area leaders | `dfxtp_1 33%, ha_1 12%, mux2_2 5.5%, nand2_1 4.9%, inv_1 4.7%` |
| Leading area contributor after synthesis | `dfxtp_1` |
| Yosys chip area | `5110 um2` |
| Stopped at | `global routing (5_1_grt)` |
## cell usage after synthesis, types with 9 or more instances
library cell,instances
fa_1,10
nor2_1,49
o22ai_1,10
inv_1,64
nor3_1,9
a21oi_1,26
nand2_1,67
ha_1,51
and2_1,9
dfxtp_1,85
mux2i_1,10
mux2_2,25
o21ai_0,40
nand2b_1,9
clkbuf_1,11
## metrics by stage
step | cells | TNS [ps] | power (mW)
4_1_cts | 1447 | -44890 | 25.1
3_5_place_dp | 907 | -38080 | 2.89
3_3_place_gp | 907 | -37600 | 2.89
2_1_floorplan | 586 | -31720 | 3.01
## routing by layer
layer / GRT usage / overflow
met5: 1.10 / 98
met4: 2.27 / 2177
met3: 1.62 / 1886
met2: 0.455 / 72
met1: 0.546 / 110
## kinds of logic after synthesis
family                   share of synthesized area
adder cells (fa/ha/maj)                      0.166
multiplexers                                0.0776
flip-flops                                   0.333
AND/OR/NAND/NOR                              0.166
XOR/XNOR                                    0.0100
buffers and inverters                       0.0609
AND-OR/OR-AND                                0.187
## timing repair
| action | 4_1_cts |
|---|---|
| setup buffers | 44 |
| setup endpoints to repair | 131 |
| gates resized | 379 |
| cloned | 0 |
| pin swaps | 94 |
Power figures rest on the tool's default switching activity, not on a simulated workload.
